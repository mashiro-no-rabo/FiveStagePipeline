==> design.v <==
`timescale 1ns / 1ps
module PipelineReg_EXMEM(
    input wire clock,
    input wire reset,
    input wire [31:0] FromEX_Inst,
    input wire [31:0] FromEX_NewPC,
    input wire [31:0] FromEX_RegDataA,
    input wire [31:0] FromEX_RegDataB,
    input wire [31:0] FromEX_Imm,
    input wire [31:0] FromEX_ALUOutput,
    input wire FromEX_Condition,
    input wire [3:0] FromEX_InstNum,
    input wire [3:0] FromEX_InstType,
    output reg [31:0] ToMEM_Inst,
    output reg [31:0] ToMEM_NewPC,
    output reg [31:0] ToMEM_RegDataA,
    output reg [31:0] ToMEM_RegDataB,
    output reg [31:0] ToMEM_Imm,
    output reg [31:0] ToMEM_ALUOutput,
    output reg ToMEM_Condition,
    output reg [3:0] ToMEM_InstNum,
    output reg [3:0] ToMEM_InstType
    );
    always @ (posedge clock or posedge reset) begin
        if (reset == 1) begin
            ToMEM_Inst <= 32'b0;
            ToMEM_NewPC <= 32'b0;
            ToMEM_RegDataA <= 32'b0;
            ToMEM_RegDataB <= 32'b0;
            ToMEM_Imm <= 32'b0;
            ToMEM_InstNum <= 4'b0;
            ToMEM_InstType <= 4'b0;
        end
        else begin
            ToMEM_Inst <= FromEX_Inst;
            ToMEM_NewPC <= FromEX_NewPC;
            ToMEM_RegDataA <= FromEX_RegDataA;
            ToMEM_RegDataB <= FromEX_RegDataB;
            ToMEM_Imm <= FromEX_Imm;
            ToMEM_ALUOutput <= FromEX_ALUOutput;
            ToMEM_Condition <= FromEX_Condition;
            ToMEM_InstNum <= FromEX_InstNum;
            ToMEM_InstType <= FromEX_InstType;
        end
    end
endmodule
==> run.sh <==
#!/bin/bash
# OpenROAD 26Q1-2900-gdf79404cd8, Yosys 0.63+post, stock flow scripts
make -C /OpenROAD-flow-scripts/flow DESIGN_CONFIG=/design/flow/config.mk WORK_HOME=/design/flow/orfs finish
==> config.mk <==
export PLATFORM = sky130hd
export DESIGN_NAME = PipelineReg_EXMEM
export DESIGN_NICKNAME = PipelineReg_EXMEM
export VERILOG_FILES = /design/flow/design.v
export SDC_FILE = /design/flow/constraint.sdc
export NUM_CORES = 4
export LEC_CHECK = 1
export CORE_AREA = 10 10 199 199
export DIE_AREA = 0 0 209 209
==> constraint.sdc <==
current_design PipelineReg_EXMEM

set clk_period 1.0
set clk_io_pct 0.2

create_clock -name clk0 -period $clk_period [get_ports {clock}]

set non_clock_inputs [all_inputs -no_clocks]
set_input_delay [expr $clk_period * $clk_io_pct] -clock clk0 $non_clock_inputs
set_output_delay [expr $clk_period * $clk_io_pct] -clock clk0 [all_outputs]
==> results_tabular.tex <==
% Synthesis and place-and-route results
\begin{tabular}{lr}
\hline
Metric & Value \\
\hline
\multicolumn{2}{l}{\textbf{Setup path}} \\
Required time at the endpoint of the critical path & 800 ps \\
Origin of the worst setup path & ToMEM\_RegDataB[14] \\
Series of cell instances along the critical path & buf\_2 \\
Destination of the critical timing path & ToMEM\_RegDataB[14] \\
Kind of end point of the critical path & output port \\
Slowest stage cell, crit path & dfrtp\_1 \\
Number of cells on the critical path & 1 \\
Buffer-and-inverter tally for the worst setup path & 1 \\
Critical-path maximum fanout & 1 \\
Setup Crit Path Kind & flop to output port \\
Longest individual stage delay on the worst path & 400 ps \\
CP Data Arrival Time & 1030 ps \\
Largest delay contributor family on the critical path & flip-flops \\
Category of the worst setup path launch point & flop \\
\multicolumn{2}{l}{\textbf{Floorplan}} \\
Floorplan die width & 209 µm \\
Height of the chip & 209 µm \\
Area of the core region & 35400 µm² \\
Row cnt & 69 \\
Area of the die & 43700 µm² \\
I/O Pins & 404 \\
Pre-placement core utilization & 14.7\% \\
\multicolumn{2}{l}{\textbf{Clocking}} \\
Number of hold buffers added after CTS & 0 \\
Htree depth & 1 \\
Clock Tree Buf Depth & 3 \\
TritonCTS buffer count & 22 \\
Clock Root Buffer & clkbuf\_16 \\
Setup Buffers After CTS & 0 \\
Number of sinks driven by the clock tree & 201 \\
TritonCTS clock tree & built \\
Register clock-pin slew on the reported worst setup and hold paths & 60 ps \\
\multicolumn{2}{l}{\textbf{Global route}} \\
Met1 demand-to-capacity share in global routing & 9.17\% \\
Grt total ovfl & 0 \\
Number of antenna violations at the first check in global routing & 5 \\
Met2 Resource Use GR & 16.4\% \\
Number of global-route vias before repair & 4067 \\
Global routing met3 resource utilization & 5.54\% \\
First-pass GRT wire length & 29700 µm \\
Busiest layer in global routing & met2 \\
Largest net degree at the start of global routing & 38 \\
Global router's overall resource usage & 9.32\% \\
\multicolumn{2}{l}{\textbf{Place}} \\
Half-perimeter wire length after detailed placement & 17400 µm \\
Placed Instances & 1080 \\
Count of input and output buffers & 403 \\
Instance area at placement & 9970 µm² \\
Placer's final routability congestion estimate & 0.813 \\
\multicolumn{2}{l}{\textbf{Yosys}} \\
Total of flip-flops plus latches after synthesis & 201 \\
Yosys cell count & 202 \\
Cell Area, Synth & 5200 µm² \\
Synth warn & 1 \\
YS chip area & 5200 µm² \\
Cell Type Count & 3 \\
Cell count after synthesis & 202 \\
Synthesized area divided by synthesized cell count & 25.7 µm² \\
Portion of the post-synthesis area used by sequential elements & 99.9\% \\
\multicolumn{2}{l}{\textbf{Final timing}} \\
Final worst path period share & 123\% \\
Number of hold violations in the final report & 0 \\
Worst slew pin tran & 438 ps \\
Slew margin rel. & 70.8\% \\
Final worst slack & -232 ps \\
Count of final max-slew check failures & 0 \\
Minimum period implied by the final worst setup slack & 1230 ps \\
Max Fclk & 812 MHz \\
Tightest hold margin & 121 ps \\
Count of final setup violators & 201 \\
RSZ-0062 raised after global routing & true \\
\multicolumn{2}{l}{\textbf{Power and ir drop}} \\
Total power of the final layout & 18.4 mW \\
Areal power density over the cells & 1890 nW/µm² \\
Worst IR drop on VDD & 1.42 mV \\
Leakage power total & 4.32 nW \\
\multicolumn{2}{l}{\textbf{Detailed routing}} \\
Detailed-route wire length per cell & 18.5 µm \\
Wire length after detailed routing & 20800 µm \\
Remaining design rule violation count & 0 \\
DR iter-0 viols & 79 \\
Total via count in the routed design & 3509 \\
Via-to-Cell Ratio & 3.12 \\
Number of optimization iterations in the first detailed-route pass & 4 \\
Post-detailed-route count of antenna-violating nets & 0 \\
\multicolumn{2}{l}{\textbf{Cells and area}} \\
Proportion of layout cells with a drive suffix above 1 & 38.2\% \\
Post-route cell area & 9720 µm² \\
Number of inserted filler cells in the final layout & 3602 \\
Most frequent logic cell in the layout & clkdlybuf4s50\_1 \\
Top logic cells by instance count in the layout & clkdlybuf4s50\_1, buf\_2, dfrtp\_1 \\
Comb area & 0 µm² \\
Post-layout utilization of the core & 27.5\% \\
Layout overhead on the synthesized area & 87.0\% \\
Count of placed standard cells in the final layout, fillers left out & 1123 \\
Logic Gate Count & 0 \\
\multicolumn{2}{l}{\textbf{Outcome}} \\
Violations in the final reports & negative setup slack \\
Status & finished with violations \\
\multicolumn{2}{l}{\textbf{Min path}} \\
Min-Delay Path Class & primary input to asynchronous set/reset pin \\
\multicolumn{2}{l}{\textbf{Flow run}} \\
Number of violations of the max-capacitance limit & 0 \\
Number of OpenROAD warnings & 28 \\
\hline
\end{tabular}
kinds of logic after synthesis:
logic type             synth area share (%)
buffers and inverters                0.0721
DFF                                    99.9
power by group:
part	switching, mW	internal, mW	leakage [nW]
clock	3.11	4.91	0.370
sequential	0.111	8.78	2.28
combinational	0.439	1.03	1.67
total	3.66	14.7	4.32
worst min path at each step:
| stage | from | endpoint | slack (ps) |
|---|---|---|---|
| 6_report | reset | ToMEM_NewPC[3] | 120 |
| 5_1_grt | FromEX_Imm[30] | ToMEM_Imm[30] | 90 |
| 4_1_cts | FromEX_Imm[17] | ToMEM_Imm[17] | 90 |
flip-flops by register name (all words and copies together) (netlist names):
name,cells
ToMEM_ALUOutput,32
ToMEM_Imm,32
ToMEM_Inst,32
ToMEM_NewPC,32
ToMEM_RegDataA,32
ToMEM_RegDataB,32
ToMEM_InstNum,4
ToMEM_InstType,4
ToMEM_Condition,1
Yosys cell counts:
library cell | number | area, µm²
dfrtp_1 | 168 | 4200
edfxtp_1 | 33 | 991
inv_1 | 1 | 3.75
repair_timing:
item	in CTS	in global routing
gates resized	698	0
cloned	0	0
endpoints found under the setup margin	201	201
layer usage:
layer	vias up	wire, µm
met5	-	41
met4	6	500
met3	34	2940
met2	248	10700
met1	1673	6550
li1	1548	-
metrics by stage:
| step | setup WS [ps] | setup TNS, ps |
|---|---|---|
| 3_3_place_gp | -370 | -58940 |
| 4_1_cts | -295 | -43620 |
| 3_5_place_dp | -340 | -54640 |
| 6_report | -232 | -35420 |
| 5_1_grt | -298 | -46610 |
| 2_1_floorplan | -2830 | -391430 |
layout make-up:
class | instances | area, µm² | share of cell area (%)
diodes | 3 | 7.51 | 0.0772
clock buffers | 33 | 673 | 6.92
clock inverters | 7 | 67.6 | 0.695
inverters | 1 | 7.51 | 0.0772
flip-flops and latches | 201 | 5190 | 53.4
well taps | 461 | 577 | 5.93
repair buffers | 417 | 3200 | 32.9
Power and IR drop assume default switching activity.
