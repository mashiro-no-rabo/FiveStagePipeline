### run.sh
#!/bin/bash
# OpenROAD 26Q1-2900-gdf79404cd8, Yosys 0.63+post, stock flow scripts
make -C /OpenROAD-flow-scripts/flow DESIGN_CONFIG=/design/flow/config.mk WORK_HOME=/design/flow/orfs finish
### design.v
`timescale 1ns / 1ps
module PipelineReg_MEMWB(
    input wire clock,
    input wire reset,
    input wire [31:0] FromMEM_Inst,
    input wire [31:0] FromMEM_NewPC,
    input wire [31:0] FromMEM_RegDataA,
    input wire [31:0] FromMEM_RegDataB,
    input wire [31:0] FromMEM_Imm,
    input wire [31:0] FromMEM_ALUOutput,
    input wire [31:0] FromMEM_MemData,
    input wire [3:0] FromMEM_InstNum,
    input wire [3:0] FromMEM_InstType,
    output reg [31:0] ToWB_Inst,
    output reg [31:0] ToWB_NewPC,
    output reg [31:0] ToWB_RegDataA,
    output reg [31:0] ToWB_RegDataB,
    output reg [31:0] ToWB_Imm,
    output reg [31:0] ToWB_ALUOutput,
    output reg [31:0] ToWB_MemData,
    output reg [3:0] ToWB_InstNum,
    output reg [3:0] ToWB_InstType
    );
    always @ (posedge clock or posedge reset) begin
        if (reset == 1) begin
            ToWB_Inst <= 32'b0;
            ToWB_NewPC <= 32'b0;
            ToWB_RegDataA <= 32'b0;
            ToWB_RegDataB <= 32'b0;
            ToWB_Imm <= 32'b0;
            ToWB_MemData <= 32'b0;
            ToWB_InstNum <= 4'b0;
            ToWB_InstType <= 4'b0;
        end
        else begin
            ToWB_Inst <= FromMEM_Inst;
            ToWB_NewPC <= FromMEM_NewPC;
            ToWB_RegDataA <= FromMEM_RegDataA;
            ToWB_RegDataB <= FromMEM_RegDataB;
            ToWB_Imm <= FromMEM_Imm;
            ToWB_ALUOutput <= FromMEM_ALUOutput;
            ToWB_MemData <= FromMEM_MemData;
            ToWB_InstNum <= FromMEM_InstNum;
            ToWB_InstType <= FromMEM_InstType;
        end
    end
endmodule
### config.mk
export PLATFORM = sky130hd
export DESIGN_NAME = PipelineReg_MEMWB
export DESIGN_NICKNAME = PipelineReg_MEMWB
export VERILOG_FILES = /design/flow/design.v
export SDC_FILE = /design/flow/constraint.sdc
export NUM_CORES = 4
export LEC_CHECK = 1
export CORE_AREA = 10 10 213 213
export DIE_AREA = 0 0 223 223
### constraint.sdc
current_design PipelineReg_MEMWB

set clk_period 1.0
set clk_io_pct 0.2

create_clock -name clk0 -period $clk_period [get_ports {clock}]

set non_clock_inputs [all_inputs -no_clocks]
set_input_delay [expr $clk_period * $clk_io_pct] -clock clk0 $non_clock_inputs
set_output_delay [expr $clk_period * $clk_io_pct] -clock clk0 [all_outputs]
==> flow_summary.toml <==
# generated from flow reports
[detailed_routing]
drt_first_pass_iters = 4
drcViolationCount = 0
wl_per_cell_um = 17.5
wl_mm = 22.6
vias = 4017
vias_per_cell = 3.11
detail_route.iter0.violations = 166
ant_nets = 0
antenna_cells = 0

[worst_hold_path]
hold_class = "in -> reg"
holdPathEnd = "ToWB_RegDataB[5]"
hold_path_depth = 1
hold_path_startpoint = "FromMEM_RegDataB[5]"

[placement]
dpl.hpwl_mm = 18.6
gp_congestion = 0.754
portBuffers = 465
dp_slack_ns = -0.388
dpl.cell_count = 1247

[global_routing]
gr-usage-all-layers = 0.0883
grt_max_degree = 42
first_global_vias = 4635
antenna_found_initial = 0
grt_first_pass_wirelength_mm = 32.6
grt.overflow.total = 0

[yosys]
avgSynthCellArea_um2 = 25.6
ys.flops = 232
ys_cells = 233
synthAdderAreaFrac = 0
syn_inst = 233
xor_area_frac = 0
ys_types = 3
mappedNetlistArea_mm2 = 0.00597
yosysWarnings = 1
mux_area_frac = 0
ys_area_mm2 = 0.00597
synthTopLogicFamily = "buffers and inverters"
ys_sh_simple = 0
ys_sh_aoi = 0
seq_area_frac_synth = 0.999

[floorplan]
fp.dieH_um = 223
initial_utilization = 0.146
die_x_um = 223
dieArea_mm2 = 0.0497
core_mm2 = 0.0408
rows = 74
io_pins = 466

[final_timing]
worst_slack_ns = -0.344
max_freq_ghz = 0.744
fin_crit_sh = 1.34
rsz0062_at_grt = "yes"
relSlewSlack = 0.808
setup_viol = 232
worst_pin_slew_ns = 0.288
period_minus_slack_ns = 1.34
drv_slew = 0
whs_ns = 0.0963
hold_violations = 0

[setup_path]
crit_family = "flip-flops"
worstSetupPathType = "reg -> out"
cp_data_required_time_ns = 0.80
cp_max_fo = 1
crit_slowest_cell = "edfxtp_1"
end_kind = "output port"
crit_chain = "buf_2"
arrival_ns = 1.14
critPathMaxStageDelay_ns = 0.45
critPathLaunchType = "register"
critPathBufInv = 1

[power]
power_density_mw_per_mm2 = 1860
pwr-share-seq = 0.494
clkPwrFrac = 0.425
swShare = 0.207
p_int_uw = 16400
combPwrFrac = 0.081
leakage_uw = 0.00495
peakVddDrop_v = 0.00130
switchingPower_uw = 4280

[layout]
nFillCells = 4147
num-multi-input-gates = 0
layout-drive-gt1-share = 0.380
area_delta_synth_final_pct = 85.9
stdcell_count = 1293
final_common_cell = "clkdlybuf4s50_1"
utilization = 0.272
logic_area_um2 = 0
mostFrequentLayoutCells = "clkdlybuf4s50_1, buf_2, dfrtp_1, edfxtp_1, clkbuf_16"

[clock_network]
clk_pin_slew_ns = 0.06
post_cts_resized = 778
root_buffer = "clkbuf_16"
cts_hold_buf = 0
cts_made_buffers = 25
cts_tree = "yes"
cts_setup_buffers = 0
cts_sinks = 232
h-tree-depth = 1
cts_buffer_depth = 3

[flow_run]
tool_warnings = 28
maxCapViolations = 0

[outcome]
violations = "setup timing"
outcome = "finished with violations"
## through the flow
step                      total power [µW]  instance area (µm²)  setup TNS (ns)
after floorplan                      10400                 5970         -548.97
after global placement               12600                11500          -39.89
after detailed placement             12600                11500          -41.84
after CTS                            21100                11100          -57.05
after global routing                 21600                11100          -60.27
final                                20700                11100          -46.42
## sequential cells by signal, summed over array words and instances, names as in the netlist
signal and count:
ToWB_ALUOutput 32, ToWB_InstType 4, ToWB_RegDataB 32, ToWB_MemData 32
ToWB_NewPC 32, ToWB_RegDataA 32, ToWB_InstNum 4, ToWB_Imm 32
ToWB_Inst 32
## layout make-up
cell class / count / area, µm² / area share
sequential: 232 / 5970 / 0.537
timing repair buffer: 482 / 3670 / 0.331
clock buffer: 34 / 689 / 0.0621
tap: 532 / 666 / 0.0600
clock inverter: 12 / 100 / 0.00902
inverter: 1 / 7.51 / 0.000676
## worst max-delay path by stage
| stage | start | cells past startpoint | end |
|---|---|---|---|
| final | ToWB_ALUOutput[8] | 1 | ToWB_ALUOutput[8] |
| after CTS | ToWB_ALUOutput[8] | 1 | ToWB_ALUOutput[8] |
| after global routing | ToWB_ALUOutput[8] | 1 | ToWB_ALUOutput[8] |
## logic make-up after synthesis
logic type,after synthesis
flip-flops,232
buffers and inverters,1
## power groups by stage
| stage | registers [µW] | logic [µW] | clock network, µW |
|---|---|---|---|
| 4_1_cts | 10200 | 1740 | 9130 |
| 5_1_grt | 10300 | 1830 | 9470 |
| 6_report | 10200 | 1670 | 8770 |
## metal layers
metal / vias to the layer above / global-route usage / part of all wire
li1: 1778 / - / -
met1: 1952 / 0.101 / 0.36
met2: 260 / 0.144 / 0.49
met3: 27 / 0.0480 / 0.13
met4: 0 / 0.0170 / 0.023
met5: - / 0 / 0
## cell usage after synthesis
| master | count | area [µm²] |
|---|---|---|
| edfxtp_1 | 32 | 961 |
| dfrtp_1 | 200 | 5000 |
| inv_1 | 1 | 3.75 |
Power is estimated from default activity; no workload was simulated.
